### design/flow/constraint.sdc
current_design traffic_light_controller

set clk_period 2.3
set clk_io_pct 0.2

create_clock -name clk0 -period $clk_period [get_ports {clk}]

set non_clock_inputs [all_inputs -no_clocks]
set_input_delay [expr $clk_period * $clk_io_pct] -clock clk0 $non_clock_inputs
set_output_delay [expr $clk_period * $clk_io_pct] -clock clk0 [all_outputs]
### design/flow/design.v
module traffic_light_controller (
    input clk,                       
    input reset,                     
    input sensor_ns,                 
    input sensor_ew,                 
    output reg [1:0] light_ns,       
    output reg [1:0] light_ew,       
    output reg [1:0] pedestrian_signal  
);
    parameter STATE_NS_GREEN   = 3'd0,
              STATE_NS_YELLOW  = 3'd1,
              STATE_EW_GREEN   = 3'd2,
              STATE_EW_YELLOW  = 3'd3,
              STATE_PEDESTRIAN = 3'd4;
    parameter RED    = 2'b00,
              GREEN  = 2'b01,
              YELLOW = 2'b10,
              WALK   = 2'b11;   
    parameter NS_GREEN_TIME_DEFAULT   = 30;
    parameter NS_GREEN_TIME_EXTENDED  = 45;    
    parameter NS_YELLOW_TIME          = 5;
    parameter EW_GREEN_TIME_DEFAULT   = 30;
    parameter EW_GREEN_TIME_EXTENDED  = 45;    
    parameter EW_YELLOW_TIME          = 5;
    parameter PED_TIME                = 15;    
    reg [2:0] current_state;    
    reg [8:0] timer;            
    reg last_from_ns;           
    always @(posedge clk or posedge reset) begin
        if (reset) begin
            current_state <= STATE_NS_GREEN;  
            timer         <= 0;
            last_from_ns  <= 1;              
        end
        else begin
            case (current_state)
                STATE_NS_GREEN: begin
                    if (timer < (sensor_ns ? NS_GREEN_TIME_EXTENDED : NS_GREEN_TIME_DEFAULT))
                        timer <= timer + 1;
                    else begin
                        timer         <= 0;
                        current_state <= STATE_NS_YELLOW;
                    end
                end
                STATE_NS_YELLOW: begin
                    if (timer < NS_YELLOW_TIME)
                        timer <= timer + 1;
                    else begin
                        timer         <= 0;
                        last_from_ns  <= 1;   
                        current_state <= STATE_PEDESTRIAN;
                    end
                end
                STATE_EW_GREEN: begin
                    if (timer < (sensor_ew ? EW_GREEN_TIME_EXTENDED : EW_GREEN_TIME_DEFAULT))
                        timer <= timer + 1;
                    else begin
                        timer         <= 0;
                        current_state <= STATE_EW_YELLOW;
                    end
                end
                STATE_EW_YELLOW: begin
                    if (timer < EW_YELLOW_TIME)
                        timer <= timer + 1;
                    else begin
                        timer         <= 0;
                        last_from_ns  <= 0;   
                        current_state <= STATE_PEDESTRIAN;
                    end
                end
                STATE_PEDESTRIAN: begin
                    if (timer < PED_TIME)
                        timer <= timer + 1;
                    else begin
                        timer <= 0;
                        if (last_from_ns)
                            current_state <= STATE_EW_GREEN;
                        else
                            current_state <= STATE_NS_GREEN;
                    end
                end
                default: begin
                    current_state <= STATE_NS_GREEN;
                    timer         <= 0;
                end
            endcase
        end
    end
    always @(*) begin
        case (current_state)
            STATE_NS_GREEN: begin
                light_ns          = GREEN;   
                light_ew          = RED;     
                pedestrian_signal = RED;     
            end
            STATE_NS_YELLOW: begin
                light_ns          = YELLOW;  
                light_ew          = RED;     
                pedestrian_signal = RED;
            end
            STATE_EW_GREEN: begin
                light_ns          = RED;     
                light_ew          = GREEN;   
                pedestrian_signal = RED;
            end
            STATE_EW_YELLOW: begin
                light_ns          = RED;     
                light_ew          = YELLOW;  
                pedestrian_signal = RED;
            end
            STATE_PEDESTRIAN: begin
                light_ns          = RED;     
                light_ew          = RED;     
                pedestrian_signal = WALK;    
            end
            default: begin
                light_ns          = RED;
                light_ew          = RED;
                pedestrian_signal = RED;
            end
        endcase
    end
endmodule
### design/flow/run.sh
#!/bin/bash
# OpenROAD 26Q1-2900-gdf79404cd8, Yosys 0.63+post, stock flow scripts
make -C /OpenROAD-flow-scripts/flow DESIGN_CONFIG=/design/flow/config.mk WORK_HOME=/design/flow/orfs finish
### design/flow/config.mk
export PLATFORM = sky130hd
export DESIGN_NAME = traffic_light_controller
export DESIGN_NICKNAME = traffic_light_controller
export VERILOG_FILES = /design/flow/design.v
export SDC_FILE = /design/flow/constraint.sdc
export NUM_CORES = 4
export LEC_CHECK = 1
export CORE_AREA = 10 10 77 77
export DIE_AREA = 0 0 87 87
==> results.yml <==
# flow metrics
synthesis:
  synth_cell_type_count: 31
  synthCells: 89
  synth_area_um2: 895
  ys_area_um2: 895
  ys_ff: 15
  ys_cells: 89
  synthFlopType: "dfrtp_1"
  avgSynthCellArea_um2: 10.1
  synthArstFlopShare_pct: 100
  yosys.stat.seqShare_pct: 42.2
  synth_warnings: 1
  edf_count: 0
routing:
  wirelength_um: 1820
  drc_errors: 0
  diodes: 0
  vias_per_cell: 4.44
  vias: 657
  drtAntennaViolNets: 0
  drt_pass1_iterations: 4
  wl_per_cell_um: 12.3
  drt_iter0_markers: 83
global_routing:
  grt_max_degree: 16
  antenna_found_initial: 0
  first_global_vias: 648
  grt_pass1_wl_um: 3200
  overflow: 0
  grt.total_usage_pct: 5.22
power_and_ir_drop:
  power_frac_seq_pct: 47.8
  combPwrFrac_pct: 25.8
  switchingPower_mw: 0.230
  power_density_nw_per_um2: 749
  finalPower_mw: 0.795
  ir_drop_v: 0.000248
  pwr-share-clk_pct: 26.4
  p_sw_share_pct: 28.9
  power.internal_mw: 0.565
  leakagePower_nw: 0.444
clock_network:
  cts_resized: 0
  clock_sinks: 15
  clk_latency_ps: 240
  cts_root_buf: "clkbuf_8"
  post_cts_buffers: 0
  h-tree-depth: 1
  cts_hold_buf: 0
  cts_tree: "built"
  clockBufferDepth: 2
  clkTransAtPathRegs_ps: 60
  numCtsBuffers: 3
sta:
  fin_crit_sh_pct: 83.1
  slew_headroom_pct: 61.1
  worstMarginPinSlew_ps: 583
  finalClockSkew_ps: 1.93
  hold_viol_final: 0
  rsz0062_at_grt: "no"
  period_needed_ps: 1910
  fmax_mhz: 523
  setup_viol: 0
  finalSetupTns_ps: 0
  drv_slew: 0
placement:
  port_buffers: 9
  dpl.hpwl_um: 1360
  place.gp.congestion: 0.799
critical_path:
  slowest_delay_ps: 530
  crit_buf_inv: 2
  critPathLaunchType: "input port"
  arrival_ps: 2020
  critPathKind: "in -> reg"
  critPathTopFamily: "buffers and inverters"
  endpoint_kind: "flop"
  path_max_fanout: 8
  path_cells: "clkdlybuf4s50_1 > inv_1 > ha_1 > nand4_1 > o211ai_4 > a31oi_1"
  crit_required_ps: 2410
  cpMaxStageDelayCell: "clkdlybuf4s50_1"
floorplan:
  fp_util_pct: 20.5
  die_width_um: 87
  coreArea_um2: 4350
  die_h_um: 87
  row_count: 24
  die_area_um2: 7570
  pin_count: 10
final_layout:
  num-fill-cells: 438
  area_delta_synth_final_pct: 18.7
  regArea_um2: 378
  drive_above_1_share_pct: 14.6
  combGateArea_um2: 453
job:
  cap_violations: 0
  warning_count: 25
status:
  status: "completed"
min_path:
  hold_path_class: "reg -> reg"
## area by class of cell
| type | count | share of cell area [%] |
|---|---|---|
| multi-input cells | 60 | 42.6 |
| flip-flops and latches | 15 | 35.6 |
| clock buffers | 3 | 3.89 |
| clock inverters | 1 | 0.471 |
| inverters | 8 | 2.83 |
| repair buffers | 9 | 8.48 |
| well taps | 52 | 6.12 |
## power groups by stage
stage / registers, mW / logic (mW) / clock network [mW]
CTS: 0.379 / 0.210 / 0.216
global route: 0.389 / 0.232 / 0.237
finish: 0.380 / 0.205 / 0.210
## worst paths after layout
path | startpoint | to | slack (ps) | depth (start not counted)
min | current_state[4] | last_from_ns | 470 | 1
max | sensor_ns | timer[6] | 390 | 6
min reg2reg | current_state[4] | last_from_ns | 470 | 1
min in group asynchronous | reset | timer[8] | 570 | 2
max reg2reg | timer[5] | timer[6] | 710 | 4
max in group asynchronous | reset | current_state[3] | 1350 | 2
## stage by stage
step,std cells,utilization (%),worst slack (ps),area (um2),hold slack (ps)
3_3_place_gp,144,23.3,152,1020,462
4_1_cts,148,24.4,377,1060,467
2_1_floorplan,90,-,766,898,360
5_1_grt,148,24.4,245,1060,488
3_5_place_dp,144,23.3,119,1020,452
6_report,148,24.4,388,1060,468
## layer usage
metal | global-route usage [%] | part of all wire [%] | vias to the layer above
met2 | 7.40 | 43 | 17
met5 | 0 | 0 | -
met3 | 2.45 | 8.1 | 0
met1 | 7.48 | 49 | 312
li1 | - | - | 328
met4 | 0.147 | 0 | 0
## sequential cells by signal (all words and copies together), names as in the netlist
signal,cells
timer,9
current_state,5
last_from_ns,1
## cell usage after synthesis, types with 2 or more instances
cell | count | area [um2]
nand3_1 | 3 | 15.0
o21ai_0 | 4 | 20.0
o21ai_1 | 2 | 10.0
dfrtp_1 | 13 | 325
nand4_1 | 4 | 25.0
a31oi_1 | 7 | 43.8
xnor2_1 | 4 | 35.0
nor2_1 | 3 | 11.3
clkbuf_1 | 4 | 15.0
a22o_1 | 2 | 17.5
buf_4 | 3 | 22.5
ha_1 | 7 | 87.6
nand2_1 | 4 | 15.0
a21oi_1 | 4 | 20.0
dfstp_2 | 2 | 52.6
inv_1 | 8 | 30.0
## kinds of logic after synthesis
logic type	after synthesis	share of synthesized area, %
flip-flops	15	42.2
buffers and inverters	15	7.55
other	1	0.419
XOR/XNOR	5	4.89
AND/OR/NAND/NOR	22	14.3
AND-OR/OR-AND	24	20.8
adder cells (fa/ha/maj)	7	9.79
## cell usage in the layout (no fill, tap or decap), types with 2 or more instances in the layout
cell and instances:
nand2_1 4, nand3_1 3, a21oi_1 4, clkbuf_8 3
nor2_1 3, inv_1 8, xnor2_1 4, a22o_1 2
o21ai_1 2, nand4_1 4, clkdlybuf4s50_1 9, o21ai_0 4
a31oi_1 7, ha_1 7, dfstp_2 2, conb_1 2
dfrtp_1 13
No activity file was given, so power comes from the tool's default toggle rates.
